==> ./design.v <==
module WC_round_robin_arbiter
#(parameter integer THREE_SECS_FREQ = 150000000)
(input clk, input reset, input [3:0] request_queue, output [3:0] grant_out);
localparam [2:0]
                IDLE = 0,
                queue_1_priority = 1,
                queue_2_priority = 2,
                queue_3_priority = 3,
                queue_4_priority = 4;
reg [2:0] current_state, next_state;
reg enable;
integer time_counter = 0;   
wire queues_are_empty;
always @ (posedge clk) begin
    if (reset) begin
        current_state <= IDLE;
    end
    else if (enable == 1'b1)begin
        current_state <= next_state;
    end
end
always @ (posedge clk) begin
    time_counter = time_counter + 1;
    if (time_counter == THREE_SECS_FREQ) begin
        enable = 1'b1;
        time_counter = 0;
    end
    else enable = 1'b0;
end
assign queues_are_empty = ~|(request_queue);      
always @ (current_state, queues_are_empty) begin
    case (current_state)
        IDLE: if (queues_are_empty == 1'b1) begin
                   next_state = IDLE;
              end
              else next_state = queue_1_priority;
        queue_1_priority:
                        if (queues_are_empty == 1'b1) begin
                              next_state = IDLE;
                         end
                        else next_state = queue_2_priority;
        queue_2_priority:
                        if (queues_are_empty == 1'b1) begin
                            next_state = IDLE;
                        end
                        else next_state = queue_3_priority;
        queue_3_priority:
                        if (queues_are_empty == 1'b1) begin
                            next_state = IDLE;
                        end
                        else next_state = queue_4_priority;
        queue_4_priority:
                        if (queues_are_empty == 1'b1) begin
                            next_state = IDLE;
                        end
                        else next_state = queue_1_priority;
    endcase
end
always @(current_state, request_queue) begin
    case (current_state)
    IDLE : grant_out = 4'b0000;
    queue_1_priority :
                      if (request_queue[0]) begin
                          grant_out = 4'b0001;        
                      end
                      else if (request_queue[1]) begin
                          grant_out = 4'b0010;        
                      end
                      else if (request_queue[2]) begin
                          grant_out = 4'b0100;        
                      end
                      else if (request_queue[3]) begin
                          grant_out = 4'b1000;        
                      end
                      else grant_out = 4'b0000;
    queue_2_priority:
                    grant_out = request_queue[1]?4'b0010:request_queue[2]?4'b0100:request_queue[3]?4'b1000:request_queue[0]?4'b0001:4'b0000;
    queue_3_priority:
                    grant_out = request_queue[2]?4'b0100:request_queue[3]?4'b1000:request_queue[0]?4'b0001:request_queue[1]?4'b0010:4'b0000;
    queue_4_priority:
                    grant_out = request_queue[3]?4'b1000:request_queue[0]?4'b0001:request_queue[1]?4'b0010:request_queue[2]?4'b0100:4'b0000;
    endcase
end
endmodule
==> ./run.sh <==
#!/bin/bash
# OpenROAD 26Q1-2900-gdf79404cd8, Yosys 0.63+post, stock flow scripts
make -C /OpenROAD-flow-scripts/flow DESIGN_CONFIG=/design/flow/config.mk WORK_HOME=/design/flow/orfs finish
==> ./config.mk <==
export PLATFORM = sky130hd
export DESIGN_NAME = WC_round_robin_arbiter
export DESIGN_NICKNAME = WC_round_robin_arbiter
export VERILOG_FILES = /design/flow/design.v
export SDC_FILE = /design/flow/constraint.sdc
export NUM_CORES = 4
export LEC_CHECK = 1
export CORE_AREA = 10 10 107 107
export DIE_AREA = 0 0 117 117
==> ./constraint.sdc <==
current_design WC_round_robin_arbiter

set clk_period 5.9
set clk_io_pct 0.2

create_clock -name clk0 -period $clk_period [get_ports {clk}]

set non_clock_inputs [all_inputs -no_clocks]
set_input_delay [expr $clk_period * $clk_io_pct] -clock clk0 $non_clock_inputs
set_output_delay [expr $clk_period * $clk_io_pct] -clock clk0 [all_outputs]
==> Changelog: implementation <==
## Flow update

* Status: finished clean
* # hold bufs at CTS at 0
* Crit path largest cell delay at roughly 800 ps
* Routed Wire Length at ~4.5 mm
* Mapped Avg Cell Area at between 8 and 9 sq um
* Clk Tree Root Cell: clkbuf_8
* Fin Hold WS at approximately 520 ps
* Simple-gate area share of the yosys netlist at between 30% and 40%
* CP Cell Sequence: nand4_2, nor3_1, nand4_1, mux2i_1, or4_1, a2111oi_4, nor2_1
* Net switching power at ~0.000091 W
* CP arrival at approximately 3500 ps
* Row count at 35
* Largest net degree at the start of global routing at 14
* Tool Warnings at 26
* Max FO, Critical Path at 13
* Reg-to-Reg End: time_counter[8]
* Top logic family: simple AND/OR/NAND/NOR gates
* P_int at ~0.00037 W
* Cell Area, Placed at around 2400 sq um
* Syn Inst Count at approximately 260
* Main flop type: dfxtp_1
* Setup crit end kind: register
* Chip area line of the yosys report at approximately 2200 sq um
* Critical path startpoint category: register
* Metal3 WL at roughly 180 um
* Postcts setup bufs at 0
* GR Util All Layers at ~7%
* Top Layer Used: met4
* Critical path type: reg2reg
* CTS tree: built
* Top Ports at 10
* Most frequent cells in the layout: dfxtp_1, nor2_1, nand2_1, xor2_1, nand4_1
* Htree depth at 2
* Max cap viols at 0
* Crit path DRT at 6040 ps
* Initial antenna violation count at 0
* Final period util at 57.5%
* Critical path's slowest cell: a2111oi_4
* Reg clk slew, reported paths at 80 ps
* Power after layout at 0.000462 W
* Final hold violation count at 0
* Distinct lib cells at about 56
* Global-route wire length before repair at 8.07 mm
* Fin crit period at between 3000 and 4000 ps
* PortBufs at 9
* Max Root-Sink Buffers at 2
* Top achievable clock speed at between 0.2 and 0.3 GHz
* Post-CTS resize count at 0
* Seq pwr share at between 50 and 60%
* Pwr dens at 184 nW/um^2
* Met1 Routed Length at approximately 2.3 mm
* Fp_density at ~24%
* MI comb area at around 1300 sq um
* RSZ-0062 raised after global routing: no
* Least-Margin Pin Slew at between 800 and 900 ps
* Total negative slack at 0 ps
* Vias in the first global route at between 1500 and 2000
* Comb pwr share at about 1.3%
* Worst reg2reg path startpoint: time_counter[3]
* Setup violators final at 0
* Clock power frac at approximately 46%
* Die area at around 14000 sq um
* Worst min-delay path category: reg2reg
* FF-to-FF path depth at 7
* Count of unclocked register or latch pins at 7
* Final ANT Viol Nets at 0
* Crit path capture: time_counter[8]
* Worst Setup SP: time_counter[3]
* Drt first pass iters at 4
* Area taken by flip-flops and latches at 826 sq um
* Pleak at around 1.0 nW
* Worst VDD drop at ~0.000079 V
* Met2 WL at approximately 2.0 mm
* Die span in x at 117 um
* Ys flops at roughly 43
* GPL Wtd Cong at between 0.8 and 0.9
* Final Max Tran Viols at 0
* Ant diodes at 0
* Clock Skews at ~11 ps
* Fill cells at 965
* Share of layout cells above drive strength 1 at under 10%
* Late-Pin Clk Latency at roughly 290 ps
* Most common logic cell in the routed design: dfxtp_1
* Area grow syn2layout at 11.7%
* Vias per cell at 4.93
* Endpoints left unconstrained at 11
* Mux share at 2.28%
* Grt total ovfl at 0
* Area of the core at slightly above 9000 sq um
* Setup slack, reg-to-reg at ~2500 ps
* Yosys aoi share at around an eighth
* Cts bufs inserted at 5
* DRC viols at 0
* XOR-XNOR Cells, Area Fraction at a little over a tenth
* DP HPWL at 3.34 mm
* Iter 0 DRT Violations at 79
* Number of cells in Yosys stat at 257
* Flip-flops with a built-in enable at 0
* Adder-cell area share of the yosys netlist at roughly 1.1%
* Cell Area, Synth at between 2000 and 2500 sq um
* Design area at roughly 2500 sq um
* Worst slew margin at 42.8%
* Synth warn at 10
* Ys async rst share at 0%
* Die Ht at 117 um
* Vias at 1835
* WL/cell at about 12 um
* Net Sw Frac at 19.6%
-- worst min path at each step --
stage	end	slack, ps	from	cells after the start
after CTS	time_counter[17]	520	time_counter[17]	1
after global routing	time_counter[17]	550	time_counter[17]	1
final	time_counter[17]	520	time_counter[17]	1
-- sequential cells by signal, indices dropped and copies added (netlist names) --
register / cells
next_state: 3
grant_out: 4
enable: 1
current_state: 3
time_counter: 32
-- power groups by stage --
stage | logic [W] | registers (W) | clock network [W]
CTS | 0.00000602 | 0.000243 | 0.000218
finish | 0.00000598 | 0.000243 | 0.000214
global route | 0.00000657 | 0.000243 | 0.000231
-- cell usage after synthesis (3+ instances only) --
library cell  number  share of area, %
nand3_1            9               2.0
and3_1             6               1.7
xnor2_1           11               4.3
dfxtp_1           36                32
a21oi_1            6               1.3
nor4_1             5               1.4
nor2b_1            5               1.4
nand3b_1           3               1.0
and4_1             4               1.6
xor2_1            16               6.2
dlxtn_1            7               4.7
buf_4              3               1.0
or4_1              3               1.0
nor2_1            27               4.5
clkbuf_1           5              0.83
nor3_1            12               2.7
or2_2              6               1.7
mux2i_1            4               1.8
nand4_1           14               3.9
o31ai_1            3               1.0
and2_1             4               1.1
buf_2              4              0.89
nand2_1           20               3.3
-- metal layers --
metal  track usage (%)  vias up
met5                 0        -
met4             0.741        0
met3              1.60        6
met2              10.8       30
met1              10.3      846
li1                  -      953
-- worst max-delay path, delay by kind of cell, from the launching register on --
kind,cells,cell delay [ps]
multiplexers,1,170
flip-flops,1,530
AND-OR/OR-AND,1,820
AND/OR/NAND/NOR,5,1710
-- cell families (layout without fill, tap and decap cells) --
family / after synthesis / in the layout
adders and majority gates: 2 / 2
muxes: 5 / 5
and+or+nand+nor: 132 / 132
buffers and inverters: 15 / 19
DFF: 36 / 36
AOI/OAI and AO/OA: 33 / 33
latches: 7 / 7
xor gates and xnor gates: 27 / 27
-- stage by stage --
stage | instances | worst slack [ps] | utilization [%]
floorplan | 257 | 3120 | -
global placement | 364 | 2550 | 26.2
detailed placement | 364 | 2560 | 26.2
CTS | 372 | 2530 | 27.3
global route | 372 | 2270 | 27.3
finish | 372 | 2510 | 27.3
-- cell type report --
cell class              instances  area share (%)
inverters                       2           0.299
flip-flops and latches         43            32.9
clock buffers                   6            2.89
well taps                     111            5.53
repair buffers                  9            3.58
multi-input cells             199            53.5
clock inverters                 2            1.39
Power figures rest on the tool's default switching activity, not on a simulated workload.
